==> design/flow/design.v <==
module ps2_keyboard(
    input fpga_clk,
    input ps2_clk,
    input reset,
    input ps2_data,
    input con_read,
    output [26:0]test1, 
    output [7:0]data,
    output [1:0]out_contrl
);
    reg [2:0]ps2_clk_time;
    always @(posedge fpga_clk) 
    begin
        ps2_clk_time <= {ps2_clk_time[1:0], ps2_clk};
    end
    wire ps2_clk_flag;
    assign ps2_clk_flag = ps2_clk_time[2] & ~ps2_clk_time[1];
    reg [3:0]count;
    reg [10:0]buffer;
    reg [7:0]fifo[7:0];
    reg [2:0]wpot;
    reg [2:0]rpot;
    reg ready;
    reg overflow;
    assign test1 = {count,wpot,rpot,buffer}; 
    always @(posedge fpga_clk) 
    begin
        if (reset)
        begin
            wpot <= 3'd0;
            rpot <= 3'd0;
            count <= 4'd0;
            buffer <= 11'd0;
            ready <= 1'b0;
            overflow <= 1'b0;
        end
        else
        begin
            if (ready)
            begin
                if (con_read)
                begin
                    rpot <= rpot + 3'd1;
                    if (wpot == (rpot + 3'd1))
                    begin
                        ready <= 1'b0;
                    end
                end
            end
            if (ps2_clk_flag)
            begin
                if (count == 4'd10)
                begin
                    if (^buffer[9:1] & ~buffer[0] & ps2_data)
                    begin
                        fifo[wpot] <= buffer[8:1];
                        wpot <= wpot + 3'd1;
                        ready <= 1'b1;
                        overflow <= overflow | (rpot == (wpot + 3'd1));
                    end
                    count <= 4'd0;
                end
                else
                begin
                    buffer[count] <= ps2_data;
                    count <= count + 4'd1;
                end
            end
        end
    end
    assign out_contrl = {overflow, ready};
    assign data = fifo[rpot];
endmodule
==> design/flow/run.sh <==
#!/bin/bash
# OpenROAD 26Q1-2900-gdf79404cd8, Yosys 0.63+post, stock flow scripts
make -C /OpenROAD-flow-scripts/flow DESIGN_CONFIG=/design/flow/config.mk WORK_HOME=/design/flow/orfs finish
==> design/flow/config.mk <==
export PLATFORM = sky130hd
export DESIGN_NAME = ps2_keyboard
export DESIGN_NICKNAME = ps2_keyboard
export VERILOG_FILES = /design/flow/design.v
export SDC_FILE = /design/flow/constraint.sdc
export NUM_CORES = 4
export LEC_CHECK = 1
export CORE_UTILIZATION = 50
==> design/flow/constraint.sdc <==
current_design ps2_keyboard

set clk_period 5.9
set clk_io_pct 0.2

create_clock -name clk0 -period $clk_period [get_ports {fpga_clk}]

set non_clock_inputs [all_inputs -no_clocks]
set_input_delay [expr $clk_period * $clk_io_pct] -clock clk0 $non_clock_inputs
set_output_delay [expr $clk_period * $clk_io_pct] -clock clk0 [all_outputs]
==> impl_metrics.env <==
# flow metrics
export IMPL_outcome="finished clean"
export IMPL_openroad_warnings=30
export IMPL_die_w_um=90.8
export IMPL_period_needed_ns=3.45
export IMPL_cp_end_kind="output port"
export IMPL_syn_avg_cell_area_um2=14.8
export IMPL_power_density_mw_per_mm2=253
export IMPL_tns_ns=0
export IMPL_wl_per_cell_um=17.5
export IMPL_initCoreUtil=0.513
export IMPL_postCtsSetupRepairBufs=0
export IMPL_synthFlopType="edfxtp_1"
export IMPL_numPortBuffers=35
export IMPL_maxSlewViolCount=0
export IMPL_criticalPathCategory="flip-flop to output port"
export IMPL_edf_count=64
export IMPL_rsz0062_at_grt="false"
export IMPL_fin_util=0.602
export IMPL_dpl_cell_area_mm2=0.00441
export IMPL_yosys_warnings=1
export IMPL_relSlewSlack=0.432
export IMPL_post_place_cells=400
export IMPL_viasPerCell=5.42
export IMPL_core_area_mm2=0.00769
export IMPL_drtIter0Drc=86
export IMPL_drc=0
export IMPL_overflow=0
export IMPL_leakage_uw=0.00152
export IMPL_clockBufferDepth=2
export IMPL_hold_path_class="flip-flop to flip-flop"
export IMPL_io_pin_count=42
export IMPL_drive_gt1_frac=0.172
export IMPL_gp_congestion=0.794
export IMPL_antenna_found_initial=0
export IMPL_cp_start_kind="flip-flop"
export IMPL_clk_pin_slew_ns=0.08
export IMPL_area_growth_pct=17.4
export IMPL_ctsResizeCount=0
export IMPL_grt_pass1_wl_um=11900
export IMPL_synthCells=266
export IMPL_synthesis_area_mm2=0.00394
export IMPL_finalPower_uw=1170
export IMPL_cp_max_fo=16
export IMPL_p_sw_uw=229
export IMPL_setup_viol=0
export IMPL_finish_instance_area_mm2=0.00463
export IMPL_antennaDiodeCount=0
export IMPL_finalNonFillerCells=416
export IMPL_routed_wl_um=7270
export IMPL_worstSkewPairLatency_ns=0.35
export IMPL_layout_top_cells="64 x edfxtp_1, 35 x clkdlybuf4s50_1, 29 x dfxtp_1, 16 x mux4_2, 12 x nor2_1"
export IMPL_clock_power_share=0.385
export IMPL_hold_viol_final=0
export IMPL_synth_seq_share=0.635
export IMPL_cts_max_level=3
export IMPL_numCtsBuffers=9
export IMPL_die_area_mm2=0.00825
export IMPL_cts_root_buf="clkbuf_8"
export IMPL_async_reset_ff_frac=0
export IMPL_max_cap_viol_count=0
export IMPL_dr_pass1_iters=4
export IMPL_synth_seq_cells=93
export IMPL_crit_arrival_ns=2.27
export IMPL_grt_pass1_vias=2261
export IMPL_ys_cells=266
export IMPL_dp_hpwl_um=4790
export IMPL_row_count=32
export IMPL_grt_max_degree=30
export IMPL_fin_skew_ns=0.00948
export IMPL_critPathRequiredTime_ns=4.72
export IMPL_cts_sinks=93
export IMPL_p_seq_frac=0.592
export IMPL_fmax_ghz=0.290
export IMPL_p_comb_frac=0.023
export IMPL_min_period_over_period=0.584
export IMPL_cts_tree="yes"
export IMPL_worst_slew_pin_slew_ns=0.846
export IMPL_drtAntennaViolNets=0
export IMPL_die_h_um=90.8
export IMPL_switching_share=0.196
export IMPL_grt_usage=0.206
export IMPL_yosys_area_mm2=0.00394
export IMPL_vias=2256
export IMPL_p_int_uw=940
export IMPL_lay_top_count="edfxtp_1"
export IMPL_ctsHoldBuffers=0
export IMPL_ys_types=46
export IMPL_irDropWorstVdd_v=0.000110
[power by group through the flow]
stage	Sequential, uW	Combinational (uW)	Clock, uW
after global routing	693	30.0	490
after CTS	693	26.8	463
final	692	26.5	450
[Yosys cell counts (3+ instances only)]
cell	number	area share
xnor2_1	9	0.020
buf_4	8	0.015
ha_1	8	0.025
o21ai_0	4	0.0051
mux4_2	16	0.091
nand2b_1	5	0.0079
nand3_1	8	0.010
xor2_1	8	0.018
nand2_1	10	0.0095
buf_2	4	0.0051
nand3b_1	3	0.0057
dfxtp_1	29	0.15
nor4_1	4	0.0063
o31ai_1	3	0.0057
edfxtp_1	64	0.49
mux2i_1	5	0.013
a21oi_1	10	0.013
clkbuf_1	4	0.0038
mux2_2	8	0.023
nor3_1	7	0.0089
inv_1	6	0.0057
nor2_1	12	0.011
[flip-flops by register name, indices dropped and copies added, names as in the netlist, named ones only]
| register | flops |
|---|---|
| buffer | 11 |
| rpot | 3 |
| ps2_clk_time | 3 |
| count | 4 |
| overflow | 1 |
| fifo | 64 |
| ready | 1 |
| wpot | 3 |
[logic make-up (layout without fill, tap and decap cells)]
logic type / count (synthesis) / after routing / share of synthesized area
xor+xnor: 19 / 19 / 0.0479
other cells: 1 / 6 / 0.000951
simple gates: 69 / 69 / 0.0977
flops: 93 / 93 / 0.635
buf+inv: 24 / 67 / 0.0317
compound gates: 23 / 23 / 0.0349
mux: 29 / 29 / 0.127
fa+ha+maj: 8 / 8 / 0.0254
[stage by stage]
stage	hold WS, ns	setup WS [ns]
global route	0.352	2.29
global placement	0.310	2.80
detailed placement	0.313	2.80
CTS	0.334	2.40
floorplan	0.310	3.02
finish	0.331	2.45
[worst paths after layout]
path | slack [ns] | to | startpoint | cells past startpoint
hold / removal | 0.33 | ps2_clk_time[1] | ps2_clk_time[0] | 0
setup / recovery | 2.45 | data[1] | flip-flop | 3
setup reg to reg | 3.38 | fifo[5][0] | buffer[2] | 6
hold reg to reg | 0.33 | ps2_clk_time[1] | ps2_clk_time[0] | 0
[worst max-delay path, stage by stage, from the launching register on]
cell and delay, ns:
dfxtp_1 0.81, mux4_2 0.43, mux2_2 0.28, clkdlybuf4s50_1 0.40
[final cells by class]
class                   count  area [um2]
clock buffers              10         128
clock inverters             6        87.6
well taps                 102         128
inverters                   6        22.5
fillers                   622        3060
flip-flops and latches     93        2500
multi-input cells         154        1340
repair buffers             45         425
[metal layers]
layer / vias to the layer above / track usage / part of all wire
met5: - / 0 / 0
met4: 0 / 0.0265 / 0.014
met3: 10 / 0.0557 / 0.058
met2: 73 / 0.311 / 0.49
met1: 1102 / 0.348 / 0.44
li1: 1071 / - / -
