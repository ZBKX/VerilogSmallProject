==> ./design.v <==
module pwm
#(
    parameter A = 8
)
(
    input clk,
    input reset,
    input [A-1:0]period,  
    input [A-1:0]duty,   
    output pwm_out
); 
    reg [A-1:0]period_count;
    reg [A-1:0]duty_count;
    reg real_out;
    always @(posedge clk or negedge reset) 
    begin
        if (~reset)
        begin
            period_count <= {A{1'b0}};
        end
        else
        begin
            if (period_count == (period - 1'd1))
            begin
                period_count <= {A{1'b0}};
            end
            else
            begin
                period_count <= period_count + 1'd1;
            end        
        end        
    end
    always @(posedge clk or negedge reset)
    begin
        if (~reset)
        begin
            duty_count <= {A{1'b0}};
        end
        else
        begin
            if (period_count == (period - 1'd1))
            begin
                duty_count <= {A{1'b0}};
            end    
            else 
            begin
                duty_count <= duty_count + 1'd1;                    
            end    
        end        
    end
    always @(*)
    begin
        if (duty_count >= duty)
        begin
            real_out = 1'b0;
        end
        else
        begin
            real_out = 1'b1;
        end        
    end    
    assign pwm_out = real_out;  
endmodule
==> ./run.sh <==
#!/bin/bash
# OpenROAD 26Q1-2900-gdf79404cd8, Yosys 0.63+post, stock flow scripts
make -C /OpenROAD-flow-scripts/flow DESIGN_CONFIG=/design/flow/config.mk WORK_HOME=/design/flow/orfs finish
==> ./config.mk <==
export PLATFORM = sky130hd
export DESIGN_NAME = pwm
export DESIGN_NICKNAME = pwm
export VERILOG_FILES = /design/flow/design.v
export SDC_FILE = /design/flow/constraint.sdc
export NUM_CORES = 4
export LEC_CHECK = 1
export CORE_AREA = 10 10 107 107
export DIE_AREA = 0 0 117 117
==> ./constraint.sdc <==
current_design pwm

set clk_period 1.9
set clk_io_pct 0.2

create_clock -name clk0 -period $clk_period [get_ports {clk}]

set non_clock_inputs [all_inputs -no_clocks]
set_input_delay [expr $clk_period * $clk_io_pct] -clock clk0 $non_clock_inputs
set_output_delay [expr $clk_period * $clk_io_pct] -clock clk0 [all_outputs]
==> flow_metrics.py <==
# Metrics from the implementation run
metrics = {
    "outcome": {
        "status": "complete, but fails checks",
        "violations": "negative setup slack",
    },
    "logic_synthesis": {
        "synthXorXnorAreaFrac_pct": 16.7,
        "synth.distinct_cells": 35,
        "ys_seq_share_pct": 31.8,
        "yosys_warnings": 1,
        "syn_area_um2": 1260,
        "edf_count": 0,
        "syn_area_per_cell_um2": 10.3,
        "ys_async_sr_fraction_pct": 100,
        "fa_ha_area_share_pct": 11.8,
        "flop_cell": "dfrtp_1",
        "yosys_cells": 122,
        "top_logic_kind": "AND-OR/OR-AND gates",
        "synth_flop_count": 16,
        "compound_area_share_pct": 20.1,
        "syn_inst": 122,
        "ys_chip_area_um2": 1260,
        "mux_area_share_pct": 0,
        "simple_gate_area_share_pct": 13.7,
    },
    "worst_setup_path": {
        "critPathMaxFanout": 2,
        "crit_type": "flip-flop to primary output",
        "crit_required_ns": 1.52,
        "critPathMaxStageDelay_ns": 0.34,
        "critPathSlowestCell": "dfrtp_1",
        "cpLargestDelayFamily": "AND-OR/OR-AND gates",
        "cp.depth": 8,
        "crit_arrival_ns": 1.61,
        "cp-end-kind": "primary output",
        "worst-r2r-cell-count": 6,
        "critPathBufInv": 2,
        "cp_cell_sequence": "inv_1 -> ha_1 -> nand2b_4 -> a21o_1 -> a21oi_2 -> o21ai_1 -> a31oi_1 -> buf_2",
        "cp-start-kind": "flip-flop",
    },
    "die": {
        "die_width_um": 117,
        "coreArea_um2": 9200,
        "die-area_um2": 13700,
        "std_cell_rows": 35,
        "die_height_um": 117,
        "fp_util_pct": 13.7,
        "ioPinCount": 19,
    },
    "timing": {
        "rsz0062_at_grt": "true",
        "setup_viol": 1,
        "min_period_ns": 1.99,
        "skew_ns": 0.00501,
        "setup_ws_ns": -0.0908,
        "slew_viol_final": 0,
        "hold_viol": 0,
        "timing.slew.headroom_pct": 80.6,
        "finalCritPeriodShare_pct": 105,
        "fmax_mhz": 502,
        "worstMarginPinSlew_ns": 0.290,
    },
    "global_routing": {
        "grt_max_degree": 17,
        "grt_pass1_vias": 1053,
        "grt.total_usage_pct": 4.24,
        "antenna_found_initial": 0,
        "overflow": 0,
        "grt_first_pass_wirelength_um": 4800,
    },
    "drt": {
        "vias_per_cell": 3.62,
        "routed-via-count": 1004,
        "totalWireLength_um": 2740,
        "antenna_left": 0,
        "wl_per_cell_um": 9.90,
        "antenna_cells": 0,
        "drt-initial-drc-count": 23,
        "drcViolationCount": 0,
        "first_pass_iters": 3,
    },
    "clocking": {
        "cts_sinks": 16,
        "cts_tree": "built",
        "postCtsHoldBufs": 0,
        "clk_pin_slew_worst_paths_ns": 0.06,
        "cts_buffers": 3,
        "cts_buffer_depth": 2,
        "clock_latency_ns": 0.25,
        "cts_htree_levels": 1,
        "cts-root-buf": "clkbuf_8",
    },
    "place": {
        "dp.cells": 267,
        "port_buffers": 18,
        "place_congestion": 0.758,
        "hpwl_um": 1990,
        "placed_area_um2": 1710,
    },
    "layout": {
        "drive_gt1_share_pct": 33.1,
        "final_cells": 277,
        "mostFrequentLayoutCell": "buf_4",
        "area_growth_pct": 49.8,
        "logic_area_um2": 830,
        "fin_area_um2": 1890,
        "regArea_um2": 400,
        "lay_top_cells": "20 x buf_4, 16 x dfrtp_1, 13 x xor2_1",
        "fillCellCount": 996,
    },
    "min_path": {
        "hold_class": "input pin to asynchronous set/reset pin",
    },
    "power_and_ir_drop": {
        "ir_drop_mv": 0.271,
        "power.density_nw_per_um2": 1160,
        "leakage_uw": 0.000837,
        "power_uw": 2190,
    },
    "flow_run": {
        "warnings": 27,
        "max_cap_violations": 0,
    },
}
[power by group]
group          internal (uW)  total (uW)  switching (uW)
clock network            140         251             111
logic                    721        1280             558
registers                495         663             167
total                   1360        2190             836
[state kept, by name, indices dropped and copies added (netlist names)]
signal and flops:
duty_count 8, period_count 8
[per-stage QoR]
| stage | setup TNS, ns | worst slack, ns | hold WS, ns | utilization (%) |
|---|---|---|---|---|
| 3_3_place_gp | -6.61 | -0.735 | 0.510 | 18.6 |
| 6_report | -0.0908 | -0.0908 | 0.459 | 20.5 |
| 3_5_place_dp | -6.97 | -0.728 | 0.513 | 18.6 |
| 4_1_cts | -0.122 | -0.122 | 0.468 | 20.2 |
| 2_1_floorplan | 0 | 0.122 | 0.0844 | - |
| 5_1_grt | -0.184 | -0.184 | 0.471 | 20.5 |
[what timing repair did]
| item | 4_1_cts | 5_1_grt |
|---|---|---|
| endpoints found under the setup margin | 17 | 17 |
| setup buffers | 3 | 2 |
| gates cloned | 2 | 0 |
| pin swaps | 10 | 2 |
| gates resized | 22 | 3 |
[kinds of logic (layout without fill, tap and decap cells)]
logic type      count (synthesis)  count (layout)
compound gates                 30              30
simple gates                   26              26
xor+xnor                       24              24
flops                          16              16
buf+inv                        14              58
fa+ha+maj                      12              12
[Yosys cell counts, types with 2 or more instances]
cell,instances,area (um^2)
a21oi_1,5,25.0
xor2_1,14,123
a21boi_1,2,15.0
dfrtp_1,16,400
a21o_1,3,22.5
xnor2_1,10,87.6
inv_1,11,41.3
nand3_1,10,50.1
a21oi_2,10,87.6
a31oi_1,2,12.5
and3_1,3,18.8
nor2_1,2,7.51
o21ai_1,2,10.0
ha_1,11,138
[final timing paths]
path	startpoint	end	slack [ns]
max	duty_count[0]	pwm_out	-0.09
min	reset	duty_count[3]	0.46
max reg2reg	period_count[6]	period_count[0]	0.13
min reg2reg	period_count[0]	period_count[0]	0.52
max in group asynchronous	reset	period_count[3]	1.25
min in group clk0	period_count[0]	period_count[0]	0.52
[final cells by class]
type / instances / share of cell area (%)
Clock buffer: 3 / 2.19
Inverter: 11 / 2.19
Multi-Input combinational cell: 92 / 44.0
Sequential cell: 16 / 21.2
Tap cell: 111 / 7.37
Timing Repair Buffer: 44 / 23.0
[per-layer routing]
layer  up-vias  GRT usage [%]  routed length [um]
met4         0          0.577                  21
met1       479           5.14                1150
met3         2          0.826                  54
met5         -              0                   0
met2         1           7.72                1520
li1        522              -                   -
